==> run.sh <==
#!/bin/bash
# OpenROAD 26Q1-2900-gdf79404cd8, Yosys 0.63+post, stock flow scripts
make -C /OpenROAD-flow-scripts/flow DESIGN_CONFIG=/design/flow/config.mk WORK_HOME=/design/flow/orfs finish
==> config.mk <==
export PLATFORM = sky130hd
export DESIGN_NAME = radix32bly
export DESIGN_NICKNAME = radix32bly
export VERILOG_FILES = /design/flow/design.v
export SDC_FILE = /design/flow/constraint.sdc
export NUM_CORES = 4
export LEC_CHECK = 1
export CORE_UTILIZATION = 30
==> constraint.sdc <==
current_design radix32bly

set clk_period 54.5
set clk_io_pct 0.2

create_clock -name clk0 -period $clk_period

set non_clock_inputs [all_inputs -no_clocks]
set_input_delay [expr $clk_period * $clk_io_pct] -clock clk0 $non_clock_inputs
set_output_delay [expr $clk_period * $clk_io_pct] -clock clk0 [all_outputs]
==> design.v <==
module compmul
  #(
      parameter DATA_WIDTH  = 16,
      parameter FRAC_WIDTH  = 12,
      parameter INT_WIDTH   = 4
  ) 
  (
      input         logic signed    [DATA_WIDTH-1:0]        i_a_re,
      input         logic signed    [DATA_WIDTH-1:0]        i_a_im,
      input         logic signed    [DATA_WIDTH-1:0]        i_b_re,
      input         logic signed    [DATA_WIDTH-1:0]        i_b_im,
      output        logic signed    [DATA_WIDTH-1:0]        o_res_re,
      output        logic signed    [DATA_WIDTH-1:0]        o_res_im
  );
  logic   signed                    [2*DATA_WIDTH:0]        inter_z;  
  logic   signed                    [2*DATA_WIDTH+1:0]      result_re,  
                                                            result_im;
  always_comb begin
    inter_z     = (i_b_re * (i_a_re - i_a_im));
    result_re   = (i_a_im * (i_b_re - i_b_im)) + inter_z;
    result_im   = (i_a_re * (i_b_re + i_b_im)) - inter_z;    
    o_res_re    = result_re[INT_WIDTH+2*FRAC_WIDTH-1:FRAC_WIDTH];  
    o_res_im    = result_im[INT_WIDTH+2*FRAC_WIDTH-1:FRAC_WIDTH];
  end
endmodule
module radix32bly 
#(
    parameter DATA_WIDTH  = 16,
    parameter FRAC_WIDTH  = 12,
    parameter INT_WIDTH   = 4
) 
(
    input                                           i_c_r32,
    input     logic signed    [DATA_WIDTH-1:0]      i_a0_re,
                                                    i_a0_im,
                                                    i_a1_re,
                                                    i_a1_im,
                                                    i_a2_re,
                                                    i_a2_im,
                                                    i_w1_re,
                                                    i_w1_im,
                                                    i_w2_re,
                                                    i_w2_im,
    output    logic signed    [DATA_WIDTH-1:0]      o_b0_re,
                                                    o_b0_im,
                                                    o_b1_re,
                                                    o_b1_im,
                                                    o_b2_re,
                                                    o_b2_im
);
    logic                   [DATA_WIDTH-1:0]        t_a2_mod_re,
                                                    t_a2_mod_im,
                                                    t_r2_mod_re,
                                                    t_r2_mod_im,
                                                    t_addsub_mod_re,
                                                    t_addsub_mod_im;
    logic                   [DATA_WIDTH-1:0]        t_a1w1_re, 
                                                    t_a1w1_im,
                                                    t_a1w2_re,
                                                    t_a1w2_im,
                                                    t_a2w1_re,
                                                    t_a2w1_im,
                                                    t_a2w2_re,
                                                    t_a2w2_im;
    assign t_a2_mod_re  = (i_c_r32)? i_a2_re : 0;
    assign t_a2_mod_im  = (i_c_r32)? i_a2_im : 0;
    assign t_r2_mod_re  = (i_c_r32)? i_a1_re : t_a1w1_re;
    assign t_r2_mod_im  = (i_c_r32)? i_a1_im : t_a1w1_im;
    assign o_b0_re = i_a0_re + t_r2_mod_re + t_a2_mod_re;
    assign o_b0_im = i_a0_im + t_r2_mod_im + t_a2_mod_im;
  compmul #(DATA_WIDTH, FRAC_WIDTH, INT_WIDTH) cm1 
                            (
                                .i_a_re             (i_a1_re  ),
                                .i_a_im             (i_a1_im  ),
                                .i_b_re             (i_w1_re  ),
                                .i_b_im             (i_w1_im  ),
                                .o_res_re           (t_a1w1_re),
                                .o_res_im           (t_a1w1_im)
                            );
  compmul #(DATA_WIDTH, FRAC_WIDTH, INT_WIDTH) cm2 
                            (
                                .i_a_re             (t_a2_mod_re  ),
                                .i_a_im             (t_a2_mod_im  ),
                                .i_b_re             (i_w2_re  ),
                                .i_b_im             (i_w2_im  ),
                                .o_res_re           (t_a2w2_re),
                                .o_res_im           (t_a2w2_im)
                            );
    assign t_addsub_mod_re  = (i_c_r32)? (i_a0_re + t_a1w1_re) : (i_a0_re - t_a1w1_re);
    assign t_addsub_mod_im  = (i_c_r32)? (i_a0_im + t_a1w1_im) : (i_a0_im - t_a1w1_im);
    assign o_b1_re = t_addsub_mod_re + t_a2w2_re;
    assign o_b1_im = t_addsub_mod_im + t_a2w2_im;
  compmul #(DATA_WIDTH, FRAC_WIDTH, INT_WIDTH) cm3 
                            (
                                .i_a_re             (i_a1_re  ),
                                .i_a_im             (i_a1_im  ),
                                .i_b_re             (i_w2_re  ),
                                .i_b_im             (i_w2_im  ),
                                .o_res_re           (t_a1w2_re),
                                .o_res_im           (t_a1w2_im)
                            );
  compmul #(DATA_WIDTH, FRAC_WIDTH, INT_WIDTH) cm4 
                            (
                                .i_a_re             (t_a2_mod_re  ),
                                .i_a_im             (t_a2_mod_im  ),
                                .i_b_re             (i_w1_re  ),
                                .i_b_im             (i_w1_im  ),
                                .o_res_re           (t_a2w1_re),
                                .o_res_im           (t_a2w1_im)
                            );
    assign o_b2_re = i_a0_re + t_a1w2_re + t_a2w1_re;
    assign o_b2_im = i_a0_im + t_a1w2_im + t_a2w1_im;
endmodule
==> summary.txt <==
Implementation numbers.

- The top-area cell type share of the netlist area is 50.8%.
- The multi-input combinational cell area is 107,000 µm².
- The minimum clock period after layout is 40.51 ns.
- Yosys reports that the most numerous cell types are sky130_fd_sc_hd__inv_1, sky130_fd_sc_hd__fa_1, sky130_fd_sc_hd__nand2_1.
- The first global-routing pass estimated 665,000 µm of wire.
- The switching component of the power was reported as 158 mW.
- STA lists the startpoint of the worst hold path as i_a0_re[0].
- The max-slew check reports its worst relative slack as 7.24%.
- The total number of sequential cells is 0.
- The total leakage power is 64.6 nW.
- The final cell count without fillers is around 19,000.
- The routed layout has 90,700 vias.
- The sum of negative setup slack is 0 ns.
- The endpoint type of the worst setup path is an output pin.
- The count of boundary I/O pins is 257.
- The script parses the final routing iteration and logs DRC violations as 0.
- After layout, the clock buffer instance count stands at 0.
- The synthesis report lists the most area-consuming cells as sky130_fd_sc_hd__fa_1, sky130_fd_sc_hd__ha_1, sky130_fd_sc_hd__inv_1.
- The detailed placer reported the number of placed instances as roughly 19,000.
- The number of standard cells after synthesis is 13,700.
- The HPWL after detailed placement is 383,000 µm.
- The buffer count from post-CTS setup fixing is 0.
- Once the clock tree was built, the resizer swapped 0 gates to a different size.
- The report counts max-capacitance violations totalling 0.
- The completed layout was analyzed and its total power is around 290 mW.
- The post-detailed-routing wire length is 457,000 µm.
- The maximum vdd ir drop is 5830 µV.
- Per the post-route antenna check, the number of violating nets is 0.
- The mean post-synth cell area is 8.84 µm².
- Based on the critical path, the design can be clocked at up to between 0.02 and 0.025 GHz.
- The maximum number of pins on one net before global-route repair is about 67.
- The stage logs contain a warning count of approximately 65.
- The cell type with the highest aggregate area in the netlist is sky130_fd_sc_hd__fa_1.
- The weighted congestion reported at the end of routability-driven placement is 1.04.
- According to the Yosys statistics, the synthesized design has a chip area of 121,000 µm².
- The internal portion of the total power is 132 mW.
- The pin closest to its max-slew limit shows a slew of about 1.4 ns.
- The worst-path cell with the longest stage delay is sky130_fd_sc_hd__o31ai_1.
- The count of standard-cell rows is around 230.
- In this run switching power makes up 54.5% of total power.
- In the log, the iteration count for the first detailed-route pass is 6.
- The most repeated library cell on the critical path is sky130_fd_sc_hd__fa_1.
- The share of cells above drive strength 1 is between 4 and 5%.
- Per the final timing report, the hold violations number 0.
- Per the final report, max-transition violations number 0.
- The via count of the first global-routing pass is 96,100.
- Counting the warning lines in the Yosys log gives 1.
- The buffer_ports step reported a buffer count of 257.
- The summed instance area of the synthesized netlist is 121,000 µm².
- Per the timing report, the biggest fanout along the worst path comes to 32.
- The required time of the critical path is between 40 and 50 ns.
- Summing the sequential cell areas from Yosys gives 0% of the chip area.
- The worst setup path is of the input pin to output pin kind.
- The number of antenna violations at the first check in global routing is between 60 and 70.
- The cell with the most instances after synthesis is sky130_fd_sc_hd__inv_1.
- The final timing summary puts the cycle share of the worst path at between 70% and 80%.
- The total non-filler cell area in the finished layout is 132,000 µm².
- Per the Yosys statistics, synthesis produced 13,700 cells.
- The number of filler cells placed in the layout is 41,300.
- The die extent in y is about 640 µm.
- The arrival time of data at the worst endpoint is listed as approximately 30 ns.
- The first element of the critical path is i_a1_re[0].
- In this run, post-CTS hold repair placed 0 buffers.
- On the worst path, the slowest cell contributes a delay of 1.08 ns.
- The flow ran to the end, and the final reports show no timing, DRC or antenna violations.
- Relative to the synthesized area, the layout overhead comes to 8.91%.
- The tally of unique sky130hd cells used after synthesis is approximately 78.
- Setup repair after global routing left no endpoint under its margin.
- The die is 637 µm wide.
- STA classifies the critical path startpoint as an input pin.
- The final tally of setup violations is 0.
- The report lists the power per cell area as 2200 nW/µm².
- The count of cells along the worst hold path is 6.
- The terminating pin of the worst hold path is o_b2_re[0].
- The chip area is 405,000 µm².
- According to the hold report, the worst path is of the input pin to output pin type.
- Per the detail_route report, vias per standard cell equal ~4.8.
- The global route total overflow is 0.
- The fraction of the core area occupied by cells at floorplan is a little under a third.
- The starting DRC count in detailed routing is ~4,500.
- For this run, the total global-route usage over all layers was measured as 24.1%.
- The script logs the mean routed wire length per placed instance as around 24 µm.
- Once placement finished, the instance area stood at ~130,000 µm².
- The floorplan core area is 400,000 µm².
- Summing all flip-flop and latch instances after layout gives 0 µm².
-- through the flow --
stage / worst slack (ns) / util, % / hold slack [ns]
floorplan: 17.15 / - / 21.91
global placement: 14.06 / 32.9 / 23.10
detailed placement: 14.13 / 32.9 / 23.09
CTS: 14.08 / 32.9 / 23.09
global route: 12.87 / 32.9 / 23.16
finish: 13.99 / 32.9 / 23.09
-- critical path, delay by kind of cell --
kind,cells,cell delay [ns]
XOR/XNOR,8,2.11
multiplexers,1,0.14
buffers and inverters,15,2.61
AND-OR/OR-AND,14,3.86
AND/OR/NAND/NOR,14,2.45
adder cells (fa/ha/maj),17,7.44
-- cells in the final DEF, fill, tap and decap left out, types with 30 or more instances in the layout --
cell | synthesis | routed
sky130_fd_sc_hd__a21oi_1 | 223 | 218
sky130_fd_sc_hd__and2_1 | 714 | 716
sky130_fd_sc_hd__a21o_1 | 61 | 61
sky130_fd_sc_hd__clkdlybuf4s50_1 | 0 | 221
sky130_fd_sc_hd__fa_1 | 3066 | 3066
sky130_fd_sc_hd__ha_1 | 1191 | 1189
sky130_fd_sc_hd__xor2_1 | 153 | 126
sky130_fd_sc_hd__o21bai_1 | 30 | 30
sky130_fd_sc_hd__nor2_1 | 929 | 922
sky130_fd_sc_hd__inv_1 | 3319 | 3319
sky130_fd_sc_hd__o21a_1 | 60 | 60
sky130_fd_sc_hd__nor2b_1 | 176 | 176
sky130_fd_sc_hd__a31oi_1 | 45 | 45
sky130_fd_sc_hd__nand2b_1 | 149 | 149
sky130_fd_sc_hd__buf_2 | 4 | 33
sky130_fd_sc_hd__xnor2_2 | 1 | 78
sky130_fd_sc_hd__nor3_1 | 98 | 97
sky130_fd_sc_hd__nand3_1 | 55 | 55
sky130_fd_sc_hd__xnor2_1 | 482 | 405
sky130_fd_sc_hd__nand2_1 | 1705 | 1705
sky130_fd_sc_hd__diode_2 | 0 | 46
sky130_fd_sc_hd__buf_4 | 0 | 412
sky130_fd_sc_hd__and3_1 | 72 | 72
sky130_fd_sc_hd__a21boi_0 | 36 | 35
sky130_fd_sc_hd__o21ai_0 | 155 | 155
-- how the worst max path moves through the flow --
| stage | endpoint | cells past startpoint | slack [ns] |
|---|---|---|---|
| CTS | o_b1_re[15] | 69 | 14.08 |
| global route | o_b1_re[15] | 72 | 12.87 |
| finish | o_b1_re[15] | 69 | 13.99 |
-- cell families after synthesis --
family / count (synthesis) / share of synthesized area [%]
AND-OR/OR-AND: 800 / 4.27
AND/OR/NAND/NOR: 4006 / 15.2
buffers and inverters: 3934 / 12.2
adder cells (fa/ha/maj): 4257 / 63.1
multiplexers: 27 / 0.231
XOR/XNOR: 657 / 5.01
-- routing by layer --
layer  track usage (%)  share of wire (%)
met5              1.95               0.32
met3              13.6                 14
met2              35.7                 45
met1              27.5                 34
met4              13.4                7.1
-- layout make-up --
type                       instances  area share, %
multi-input combinational       9747           81.2
timing repair buffer             669           4.17
antenna                           46         0.0874
inverter                        3330           9.49
tap                             5265           5.00
Power figures rest on the tool's default switching activity, not on a simulated workload.
