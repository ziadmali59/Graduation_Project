## flow/config.mk

```make
export PLATFORM = sky130hd
export DESIGN_NAME = blk_crc_lfsr
export DESIGN_NICKNAME = blk_crc_lfsr
export VERILOG_FILES = /design/flow/design.v
export SDC_FILE = /design/flow/constraint.sdc
export NUM_CORES = 4
export LEC_CHECK = 1
export CORE_UTILIZATION = 50
```

## flow/constraint.sdc

```tcl
current_design blk_crc_lfsr

set clk_period 3.5
set clk_io_pct 0.2

create_clock -name clk0 -period $clk_period [get_ports {i_clk_crc}]

set non_clock_inputs [all_inputs -no_clocks]
set_input_delay [expr $clk_period * $clk_io_pct] -clock clk0 $non_clock_inputs
set_output_delay [expr $clk_period * $clk_io_pct] -clock clk0 [all_outputs]
```

## flow/design.v

```verilog
`timescale 1ns / 1ps
module blk_crc_lfsr #(parameter TBS = 16)
    (
        output  logic  [TBS+24-1:0] o_data_crc,
        output logic                o_valid_crc,
        input  logic                i_data_crc,
        input  logic                i_clk_crc,
        input  logic                i_rst_crc
    );
    logic [23:0] t;
    logic t_data_out;
    logic t_i_data_crc;
    logic [$clog2(TBS+25)-1:0] count;
    logic t_q0, t_q1, t_q2, t_q3,
          t_q4, t_q5, t_q6, t_q7, 
          t_q8, t_q9, t_q10, t_q11,
          t_q12, t_q13, t_q14, t_q15,
          t_q16, t_q17, t_q18, t_q19,
          t_q20, t_q21, t_q22, t_q23,t_q24;
    blk_dff dff23(.q(t_q23),.d(t_q22^t_q23),.clk(i_clk_crc), .rst_n(i_rst_crc),.enable(1'b1));
    blk_dff dff22(.q(t_q22),.d(t_q21),.clk(i_clk_crc),       .rst_n(i_rst_crc),.enable(1'b1));
    blk_dff dff21(.q(t_q21),.d(t_q20),.clk(i_clk_crc),       .rst_n(i_rst_crc),.enable(1'b1));
    blk_dff dff20(.q(t_q20),.d(t_q19),.clk(i_clk_crc),       .rst_n(i_rst_crc),.enable(1'b1));
    blk_dff dff19(.q(t_q19),.d(t_q18),.clk(i_clk_crc),       .rst_n(i_rst_crc),.enable(1'b1));
    blk_dff dff18(.q(t_q18),.d(t_q17^t_q23),.clk(i_clk_crc), .rst_n(i_rst_crc),.enable(1'b1));
    blk_dff dff17(.q(t_q17),.d(t_q16^t_q23),.clk(i_clk_crc), .rst_n(i_rst_crc),.enable(1'b1));
    blk_dff dff16(.q(t_q16),.d(t_q15),.clk(i_clk_crc),       .rst_n(i_rst_crc),.enable(1'b1));
    blk_dff dff15(.q(t_q15),.d(t_q14),.clk(i_clk_crc),       .rst_n(i_rst_crc),.enable(1'b1));
    blk_dff dff14(.q(t_q14),.d(t_q13^t_q23),.clk(i_clk_crc), .rst_n(i_rst_crc),.enable(1'b1));
    blk_dff dff13(.q(t_q13),.d(t_q12),.clk(i_clk_crc),       .rst_n(i_rst_crc),.enable(1'b1));
    blk_dff dff12(.q(t_q12),.d(t_q11),.clk(i_clk_crc),       .rst_n(i_rst_crc),.enable(1'b1));
    blk_dff dff11(.q(t_q11),.d(t_q10^t_q23),.clk(i_clk_crc), .rst_n(i_rst_crc),.enable(1'b1));
    blk_dff dff10(.q(t_q10),.d(t_q9^t_q23),.clk(i_clk_crc),  .rst_n(i_rst_crc),.enable(1'b1));
    blk_dff dff9(.q(t_q9),.d(t_q8),.clk(i_clk_crc),          .rst_n(i_rst_crc),.enable(1'b1));
    blk_dff dff8(.q(t_q8),.d(t_q7),.clk(i_clk_crc),          .rst_n(i_rst_crc),.enable(1'b1));
    blk_dff dff7(.q(t_q7),.d(t_q6^t_q23),.clk(i_clk_crc),    .rst_n(i_rst_crc),.enable(1'b1));
    blk_dff dff6(.q(t_q6),.d(t_q5^t_q23),.clk(i_clk_crc),    .rst_n(i_rst_crc),.enable(1'b1));
    blk_dff dff5(.q(t_q5),.d(t_q4^t_q23),.clk(i_clk_crc),    .rst_n(i_rst_crc),.enable(1'b1));
    blk_dff dff4(.q(t_q4),.d(t_q3^t_q23),.clk(i_clk_crc),    .rst_n(i_rst_crc),.enable(1'b1));
    blk_dff dff3(.q(t_q3),.d(t_q2^t_q23),.clk(i_clk_crc),    .rst_n(i_rst_crc),.enable(1'b1));
    blk_dff dff2(.q(t_q2),.d(t_q1),.clk(i_clk_crc),          .rst_n(i_rst_crc),.enable(1'b1));
    blk_dff dff1(.q(t_q1),.d(t_q0^t_q23),.clk(i_clk_crc),    .rst_n(i_rst_crc),.enable(1'b1));
    blk_dff dff0(.q(t_q0),.d(i_data_crc^t_q23),.clk(i_clk_crc),.rst_n(i_rst_crc),.enable(1'b1));
assign t = {t_q23,t_q22,t_q21,t_q20,t_q19,t_q18,t_q17,t_q16,t_q15,t_q14,t_q13,t_q12,t_q11,t_q10,t_q9,t_q8,t_q7,t_q6,t_q5,t_q4,t_q3,t_q2,t_q1,t_q0};
  always_ff @(posedge i_clk_crc, negedge i_rst_crc )
    begin
        if (~i_rst_crc)
        begin
            count <= 0;
            o_data_crc <= 0;
            o_valid_crc <= 0;
        end
        else
        begin
            if (count<=TBS-1) 
            begin
               o_data_crc[TBS+24-1-count] <= i_data_crc;
                o_valid_crc <= 0;
            end 
            else if (count == TBS+24) 
            begin
                o_data_crc[23:0] <= t;
                o_valid_crc <= 1;
            end
            else if (count == TBS+25)
            begin
                o_valid_crc <= 1;
            end
            else
            begin
                o_valid_crc <= 0;
            end
            if(count <= TBS+26)
            begin
                count <= count + 1;
            end
        end
    end
endmodule
`timescale 1ns / 1ps
module blk_dff #(parameter WIDTH = 1)
    (
        output logic [WIDTH-1:0] q,
        input logic  [WIDTH-1:0] d,
        input logic             enable,
                                clk,
                                rst_n
    );
    always_ff @(posedge clk, negedge rst_n)
    begin
        if (~rst_n)
        begin
            q<=0;
        end
        else if(enable)
        begin
            q<=d;
        end
    end
endmodule
```

## flow/run.sh

```bash
#!/bin/bash
# OpenROAD 26Q1-2900-gdf79404cd8, Yosys 0.63+post, stock flow scripts
make -C /OpenROAD-flow-scripts/flow DESIGN_CONFIG=/design/flow/config.mk WORK_HOME=/design/flow/orfs finish
```

==> Implementation_results.wiki <==
== Metrics ==
{| class="wikitable"
! Metric !! Value
|-
| Fraction of final layout cells with drive strength greater than 1 || 0.187
|-
| H-tree depth reported by CTS || 3
|-
| Cell count after synthesis || 366
|-
| TritonCTS clock tree || done
|-
| Number of global-route vias before repair || approximately 3,000
|-
| Estimated wirelength of the detail-placed design || around 6400 um
|-
| Clock share of power || 0.276
|-
| Number of pins with negative max-slew slack in the final report || 0
|-
| Maximum vdd ir drop || 314 uV
|-
| GRT Residual Overflow || 0
|-
| Max incr delay on CP || 450 ps
|-
| Hold-fix buffers, CTS || 0
|-
| Clk root buf || clkbuf_8
|-
| Biggest fanout along the worst timing path || 7
|-
| Endpoint of the most critical register-to-register path || o_data_crc[8]
|-
| Static power due to leakage || 1.96 nW
|-
| CP Launch Point || count[3]
|-
| Cells resized by post-CTS repair || 0
|-
| Most frequent cells in the layout || 70 x dfrtp_1, 42 x clkdlybuf4s50_1, 33 x nor2_1
|-
| Post-synthesis register bit count || ~70
|-
| Power Dens Cells || 559 mW/mm^2
|-
| Pin count of the biggest net entering global routing || 27
|-
| Detailed Route WL || roughly 9300 um
|-
| Biggest regs || o_data_crc: 40 flops, count: 6 flops
|-
| Area delta synth->final || 22.8%
|-
| Weighted congestion reported at the end of routability-driven placement || 0.874
|-
| Final ANT Viol Nets || 0
|-
| Internal Dissipation || 1.94 mW
|-
| Most common cell after layout, fill and taps aside || dfrtp_1
|-
| Chip area in the Yosys report || 0.00387 mm^2
|-
| Register containing the most flip-flops in the final layout || o_data_crc
|-
| Post-detailed-route wirelength per cell || 17.8 um
|-
| I/O pin cnt || 44
|-
| CTS clock-pin slew for the worst setup and hold paths || 80 ps
|-
| Inst Count DP || 506
|-
| Endpoint required time on the critical path || about 3700 ps
|-
| Total area of sequential cells || between 0.0015 and 0.002 mm^2
|-
| Combinational Power Share || 0.212
|-
| Worst slew margin relative to its limit || 0.511
|-
| HP Class || primary input to asynchronous set/reset pin
|-
| Tot GR Track Use || 0.252
|-
| Count of final hold-check violations || 0
|-
| Buf+Inv Stages, Crit Path || 3
|-
| Fraction of the cycle the final worst path needs || 0.924
|-
| Non-filler cells, final || between 500 and 600
|-
| Number of vias per cell || 5.79
|-
| Number of antenna violations at the first check in global routing || 0
|-
| X dimension of the die || 90.0 um
|-
| Slew at the pin with the worst max-slew slack || around 730 ps
|-
| Final cell utilization of the core || 0.645
|-
| OpenROAD warning count || 32
|-
| Violation count after the first detailed-route iteration || between 100 and 150
|-
| Worst R2R Setup Slack || 270 ps
|-
| Syn Std Cell Area || 0.00387 mm^2
|-
| Type of the setup path with the least slack || register to register
|-
| Mean Syn Cell Area || 10.6 um^2
|-
| Clock sink total || ~71
|-
| Critical path, cell by cell || inv_1, ha_1, and4_1, nand3_1, inv_1, ha_1, nor4b_2, o2111ai_2, a2111oi_4, buf_4, nand3_1, mux2i_1
|-
| Endpoints failing setup || 0
|-
| Post-route cell area || 0.00475 mm^2
|-
| Number of detailed-routing iterations run before antenna repair || 4
|-
| Number of buffers between clock root and the deepest sink || 2
|-
| Fill cells || 607
|-
| Summed negative setup slack over all endpoints || 0 ps
|-
| Worst setup endpoint || o_data_crc[8]
|-
| Total of warnings raised by yosys || 2
|-
| Sort of element at the start of the critical path || register
|-
| First-pass GRT wire length || 15,600 um
|-
| Fraction of power consumed by sequential logic || 0.512
|-
| Count of standard-cell rows || 31
|-
| Total number of cells along the worst setup path || 12
|-
| Largest clock skew in the final design || 6.08 ps
|-
| Crit path arrival time || 3460 ps
|-
| Max Cap Violations || 0
|-
| Count of input and output buffers || 43
|-
| Num CTS Buffers || 9
|-
| Remaining routing DRC violations || 0
|-
| Antenna fix cells || 0
|-
| Overall power after layout || 2.65 mW
|-
| Time the final worst path needs with I/O delays and setup || about 3200 ps
|-
| Max FFs per register || 40
|-
| Depth of the most critical reg-to-reg path || 12
|-
| Worst reg2reg path startpoint || count[3]
|-
| Unique cell type count in the Yosys netlist || roughly 53
|-
| Cell family with most CP delay || simple AND/OR/NAND/NOR gates
|-
| Sequential-to-total area share from yosys stat || 0.459
|-
| Timing-limited maximum frequency || 309 MHz
|-
| Die height || 90.0 um
|-
| Result of the run || completed
|-
| Switching share of total power || 0.269
|-
| Area of combinational cells with multiple inputs || 0.00199 mm^2
|-
| Cell with the biggest individual delay on the critical path || a2111oi_4
|-
| Net switching power || 0.714 mW
|-
| Die area || 0.00810 mm^2
|-
| Insertion delay at the late pin of the worst-skew pair || between 300 and 400 ps
|-
| Post-CTS setup buffer count || 0
|-
| Initial core utilization || 0.525
|-
| Worst Setup End Kind || register
|-
| Vias after detailed routing || a little over 3,000
|-
| Placement Cell Area || ~0.0045 mm^2
|-
| Core area || approximately 0.0074 mm^2
|-
| Number of cells in Yosys stat || 366
|}
power by group through the flow:
| stage | clock network (mW) | logic (mW) | registers (mW) |
|---|---|---|---|
| CTS | 0.747 | 0.573 | 1.36 |
| global route | 0.778 | 0.631 | 1.41 |
| finish | 0.733 | 0.563 | 1.36 |
layout make-up:
| type | instances | share of cell area |
|---|---|---|
| Clock buffer | 9 | 0.0261 |
| Timing Repair Buffer | 65 | 0.127 |
| Multi-Input combinational cell | 262 | 0.419 |
| Clock inverter | 7 | 0.0203 |
| Inverter | 9 | 0.00711 |
| Tap cell | 99 | 0.0261 |
| Sequential cell | 71 | 0.374 |
cells in the mapped netlist (all sizes together):
library cell	number	area [um^2]
a2111oi	4	80.1
a211oi	9	67.6
a21o	3	22.5
a21oi	14	70.1
a222oi	1	10.0
a311oi	14	123
a31o	2	17.5
a31oi	3	18.8
and2	3	18.8
and3	8	50.1
and3b	1	8.76
and4	4	35.0
and4b	3	30.0
buf	10	58.8
clkbuf	14	52.6
dfrtp	71	1780
ha	16	200
inv	9	33.8
mux2	17	199
mux2i	2	20.0
nand2	19	71.3
nand2b	3	18.8
nand3	25	130
nand4	6	37.5
nor2	33	124
nor2b	1	6.26
nor3	10	55.1
nor4	5	52.6
nor4b	1	8.76
nor4bb	3	30.0
o2111ai	1	15.0
o21a	2	15.0
o21ai	7	38.8
o2bb2ai	3	26.3
o31a	5	43.8
or2	3	18.8
or3	3	18.8
xnor2	12	120
xor2	16	148
through the flow:
stage | hold slack [ps] | worst slack [ps]
2_1_floorplan | 348 | 28.4
3_3_place_gp | 356 | 122
3_5_place_dp | 367 | 108
4_1_cts | 339 | 80.0
5_1_grt | 355 | -3.23
6_report | 321 | 267
routing by layer:
| layer | vias to the layer above | routed length [um] | GRT usage |
|---|---|---|---|
| li1 | 1446 | - | - |
| met1 | 1481 | 4400 | 0.413 |
| met2 | 87 | 4310 | 0.384 |
| met3 | 8 | 508 | 0.0455 |
| met4 | 0 | 93 | 0.0269 |
| met5 | - | 0 | 0 |
how the worst min path moves through the flow:
| stage | from | to | slack [ps] | cells after the start |
|---|---|---|---|---|
| final | i_rst_crc | o_data_crc[1] | 320 | 1 |
| after global routing | i_rst_crc | o_data_crc[1] | 350 | 1 |
| after CTS | i_rst_crc | o_data_crc[1] | 340 | 1 |
logic make-up after synthesis:
group / synth area share
buffers and inverters: 0.0375
multiplexers: 0.0566
AND-OR/OR-AND: 0.142
AND/OR/NAND/NOR: 0.185
adder cells (fa/ha/maj): 0.0517
XOR/XNOR: 0.0692
flip-flops: 0.459
worst register-to-register path, cell delays in order (launching register included):
cell and delay [ps]:
dfrtp_1 380, inv_1 150, ha_1 190, and4_1 320
nand3_1 130, inv_1 90, ha_1 270, nor4b_2 390
o2111ai_2 260, a2111oi_4 460, buf_4 240, nand3_1 90
mux2i_1 150
Power figures rest on the tool's default switching activity, not on a simulated workload.
